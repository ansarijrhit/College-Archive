File: run.sh
#!/bin/bash
# OpenROAD 26Q1-2900-gdf79404cd8, Yosys 0.63+post, stock flow scripts
make -C /OpenROAD-flow-scripts/flow DESIGN_CONFIG=/design/flow/config.mk WORK_HOME=/design/flow/orfs finish
File: config.mk
export PLATFORM = sky130hd
export DESIGN_NAME = ALUCodeScm
export DESIGN_NICKNAME = ALUCodeScm
export VERILOG_FILES = /design/flow/design.v
export SDC_FILE = /design/flow/constraint.sdc
export NUM_CORES = 4
export LEC_CHECK = 1
export CORE_UTILIZATION = 40
File: constraint.sdc
current_design ALUCodeScm

set clk_period 8.4
set clk_io_pct 0.2

create_clock -name clk0 -period $clk_period

set non_clock_inputs [all_inputs -no_clocks]
set_input_delay [expr $clk_period * $clk_io_pct] -clock clk0 $non_clock_inputs
set_output_delay [expr $clk_period * $clk_io_pct] -clock clk0 [all_outputs]
File: design.v
`timescale 1ns / 1ps
module ALUCodeScm(
    output reg [15:0] o,
    input [15:0] a,
    input [15:0] b,
    input [1:0] s
    );
	always @ (a,b,s)
		if(s == 0) begin
			o = a + b;
		end
		else if(s == 1) begin
			o = a - b;
		end
		else if (s == 2) begin
			o = a << b;
		end
		else if (s == 3) begin
			if(a < b) begin
			o = 16'b1111111111111111;
			end
			if(a == b) begin
			o = 0;
			end
			if(a > b) begin
			o = 1;
			end
		end
endmodule
==> out/qor.yml <==
status:
  status: "finished, final reports clean"
detailed_routing:
  drt_iter0_drc: 208
  num_vias: 2915
  antenna_left: 0
  vias_per_cell: 5.78
  drc: 0
  wl_um: 7840
  num_antenna_cells: 0
  first_pass_iters: 21
  wire_per_inst_um: 15.6
sta:
  rsz0062_at_grt: "false"
  final-setup-viol-count: 0
  unclocked_regs: 16
  tightest_slew_ns: 0.872
  worst_slack_ns: 0.747
  slew_viol_final: 0
  tns_ns: 0
  report.final.hold_viol_count: 0
  max_freq_mhz: 131
  fin_crit_ns: 7.65
  untimed_endpoints: 16
  fin_crit_sh_pct: 91.1
  relSlewSlack_pct: 41.7
cells_and_area:
  areaGrowthSynthToFinish_pct: 21.2
  drive_above_1_share_pct: 4.22
  fill_cells: 645
  largest_reg_flops: 16
  logic_area_um2: 2290
  seq_area_um2: 240
setup_path:
  required_ns: 6.72
  worstPathArrival_ns: 5.97
  crit_path_max_fanout: 20
  critPathLaunchType: "input pin"
  startpoint: "b[1]"
  endpoint_kind: "output pin"
  endpoint: "o[14]"
  cpMaxStageDelayCell: "clkdlybuf4s50_1"
  worstSetupPathType: "in -> out"
  critPathMaxStageDelay_ns: 1.00
  path_cells: "clkdlybuf4s50_1 > inv_2 > fa_1 > nor2_1 > o221ai_1 > a31oi_1 > a221oi_1 > o31a_2 > a221o_1 > a221o_1 > dlxtn_1 > clkdlybuf4s50_1"
pwr:
  seqPwrFrac_pct: 6.3
  leakagePower_nw: 1.43
  power_switching_mw: 0.110
  ir_drop_mv: 0.0238
  sw_frac_of_total_pct: 52.1
  pwr-share-clk_pct: 0
  internal-power_mw: 0.101
  p_per_area_nw_per_um2: 64.0
  p_comb_share_pct: 93.7
global_route:
  grt_pass1_wl_um: 12900
  grt_max_degree: 40
  grt_remaining_overflow: 0
  antenna_found_initial: 0
  grt_pass1_vias: 2549
  grt_usage_pct: 23.1
yosys:
  yosysTopAreaCell: "ha_1"
  avgSynthCellArea_um2: 7.13
  area_leaders: "ha_1, dlxtn_1, a21oi_1"
  ys_cells: 380
  syn_area_um2: 2710
  syn_inst: 380
  netlist_top_cells_count: "inv_1, ha_1, a21oi_1, nor2_1, o21ai_0"
  flop_cell: "dlxtn_1"
  synthArstFlopShare_pct: 0
  top_cell_area_share_pct: 14.3
  yosys_warnings: 1
  yosysChipArea_um2: 2710
  synth.distinct_cells: 63
  synth-edff-count: 0
  ys_ff: 16
  most_common_cell: "inv_1"
floorplan:
  dieArea_um2: 7100
  initCoreUtil_pct: 41.9
  fp.dieH_um: 84.3
  pin_count: 50
  core_area_um2: 6460
  die_w_um: 84.3
  num_rows: 29
clocking:
  cts_hold_buf: 0
  cts_setup_buffers: 0
  cts_resized: 0
placed_design:
  pre_cts_ws_ns: 0.813
  port_buffers: 50
  globalplace.congestion: 0.953
  dp_hpwl_um: 6500
flow_run:
  maxCapViolations: 0
  warning_count: 47
## worst max-delay path, delay by kind of cell
family	cells	cell delay, ns
latches	1	0.23
and+or+nand+nor	1	0.20
adders and majority gates	1	0.52
AOI/OAI and AO/OA	6	1.67
buffers and inverters	3	1.66
## placed cells by master, fill, tap and decap left out, types with 3 or more instances in the layout
cell type        count
clkdlybuf4s50_1     50
inv_1               35
ha_1                31
a21oi_1             30
o21ai_0             28
nor2_1              28
nand2_1             20
dlxtn_1             16
conb_1              16
mux2i_1             15
nor3_1              13
a211oi_1            10
nand3_1             10
a31oi_1             10
nor2b_1              8
nand4_1              6
xnor2_1              6
o21a_1               5
a21o_1               5
nand2b_1             4
nor4_1               4
o21ai_1              4
a221oi_1             4
mux4_2               4
a211o_1              4
xor2_1               4
and3_1               3
and2_1               3
o221ai_1             3
a22oi_1              3
a221o_1              3
## stage by stage
stage | area [µm²] | total power [mW] | util [%] | cells
final | 3280 | 0.210 | 50.8 | 504
after global routing | 3280 | 0.233 | 50.8 | 504
after CTS | 3280 | 0.209 | 50.8 | 504
after detailed placement | 3280 | 0.208 | 50.8 | 504
after global placement | 3280 | 0.208 | 50.8 | 504
after floorplan | 2770 | 0.140 | - | 395
## layer usage
layer	global-route usage, %	wire length (µm)	up-vias
met3	5.88	578	2
met4	1.25	31	0
li1	-	-	1489
met2	35.7	3410	106
met1	34.5	3820	1318
met5	0	0	-
## area by class of cell
class / count / share of cell area [%]
multi-input cells: 322 / 69.8
inverters: 37 / 4.23
well taps: 77 / 2.94
flip-flops and latches: 16 / 7.32
repair buffers: 52 / 15.7
## kinds of logic (layout without fill, tap and decap cells)
family	Yosys count	in the layout	synth area share [%]
AOI/OAI and AO/OA	136	136	34.4
buffers and inverters	57	89	8.64
adders and majority gates	33	33	15.8
latches	16	16	8.87
and+or+nand+nor	107	107	19.7
muxes	20	20	9.28
other	1	16	0.138
xor gates and xnor gates	10	10	3.23
## power by group through the flow
| stage | Sequential (mW) | Clock, mW | Combinational [mW] |
|---|---|---|---|
| 5_1_grt | 0.0136 | 0 | 0.220 |
| 4_1_cts | 0.0133 | 0 | 0.196 |
| 6_report | 0.0132 | 0 | 0.197 |
Power figures rest on the tool's default switching activity, not on a simulated workload.
