**/design/flow/config.mk**
```make
export PLATFORM = sky130hd
export DESIGN_NAME = Control
export DESIGN_NICKNAME = Control
export VERILOG_FILES = /design/flow/design.v
export SDC_FILE = /design/flow/constraint.sdc
export NUM_CORES = 4
export LEC_CHECK = 1
export CORE_AREA = 10 10 111 111
export DIE_AREA = 0 0 121 121
```
**/design/flow/constraint.sdc**
```tcl
current_design Control

set clk_period 1.9
set clk_io_pct 0.2

create_clock -name clk0 -period $clk_period [get_ports {CLK}]

set non_clock_inputs [all_inputs -no_clocks]
set_input_delay [expr $clk_period * $clk_io_pct] -clock clk0 $non_clock_inputs
set_output_delay [expr $clk_period * $clk_io_pct] -clock clk0 [all_outputs]
```
**/design/flow/design.v**
```verilog
`timescale 1ns / 1ps
module Control(
    input [4:0] OPcode,
	 input CLK,
	 input Reset,
	 input z,
    output reg[1:0] PCSource,
    output reg IorD,
    output reg IRenable,
    output reg SetID,
    output reg CRWrite,
    output reg RegWrite,
    output reg [1:0] ALUOp,
    output reg [1:0] Asel,
    output reg [1:0] Bsel,
    output reg MemWrite,
	 output reg MemRead,
	 output reg PCwrite,
	 output reg [1:0]DatSel
    );
reg [4:0] currentState;
reg [4:0] nextState;
parameter Fetch = 0;
parameter Decode = 1;
parameter Mov = 2;
parameter CRop = 3;
parameter Set = 4;
parameter SetC = 5;
parameter WriteCr = 6;
parameter WriteRegFile = 7;
parameter Mem = 8;
parameter Lw = 9;
parameter Sw = 10;
parameter LwWriteBack = 11;
parameter Branch = 12;
parameter Jump = 13;
parameter BEQ = 14;
parameter BNE = 15;
parameter BranchTaken = 16;
parameter SetPC = 17;
parameter ResetState = 18;
parameter Input = 19;
parameter Slt = 20;
parameter SltWrite = 21;
	always @(negedge CLK)
	begin
		if(Reset == 1) begin
			currentState = ResetState;
		end
		else begin
		currentState = nextState;
		end
	end
	always @(currentState)
	begin
		CRWrite = 0;
		MemWrite = 0;
		MemRead = 0;
		RegWrite = 0;
		IRenable = 0;
		SetID = 0;
		PCwrite = 0;
		case(currentState)
		Fetch:
			begin
				IorD = 0;
				IRenable = 1;
				MemRead = 1;
			end
		Decode:
			begin
				Asel = 0;
				Bsel = 2;
				ALUOp = 0;
			end
		Mov:
			begin
				SetID=1;
				PCSource = 2;
				PCwrite = 1;
			end
		Input:
			begin
				DatSel = 2;
				CRWrite = 1;
				PCSource = 2;
				PCwrite =1;
			end
		CRop:
			begin
				Asel = 2;  
				case(OPcode)  
				5'b01001:  
					begin
					Bsel = 0;
					ALUOp = 1;
					end
				5'b01010:  
					begin
						Bsel = 0;
						ALUOp = 0;
					end
				5'b01011:  
					begin
						Bsel = 2;
						ALUOp = 0;
					end
				5'b01111:  
					begin
						Bsel = 2;
						ALUOp = 2;
					end
				endcase
			end
		Set:
			begin
				Asel = 3;
				Bsel = 0;
				ALUOp = 0;
			end
		SetC:
			begin
				Asel = 3;
				Bsel = 1;
				ALUOp = 0;
			end
		WriteCr:
			begin
				DatSel = 1;
				CRWrite = 1;
				PCSource = 2;
				PCwrite = 1;
			end
		WriteRegFile:
			begin
				DatSel = 1;
				RegWrite = 1;
				PCSource = 2;
				PCwrite = 1;
			end
		Mem:
			begin
				Asel = 3;
				Bsel = 0;
				ALUOp = 0;
			end
		Lw:
			begin
				MemRead = 1;
				IorD = 1;
			end
		Sw:
			begin
				IorD = 1;
				MemWrite = 1;
				PCSource = 2;
				PCwrite = 1;
			end
		LwWriteBack:
			begin
				CRWrite = 1;
				DatSel = 0;
				PCSource = 2;
				PCwrite = 1;
			end
		Branch:
			begin
				Asel = 3;
				Bsel = 1;
				ALUOp = 0;
			end
		Jump:
			begin
				PCSource = 1;
				PCwrite = 1;
			end
		BNE:
			begin
				if(z != 1) begin
					Asel = 0;
					Bsel = 2;
					ALUOp = 0;
				end
				else begin
					PCSource = 2;
					PCwrite = 1;
				end
			end
		BEQ:
			begin
				if(z == 1) begin
					Asel = 0;
					Bsel = 2;
					ALUOp = 0;
				end
				else begin
					PCSource = 2;
					PCwrite = 1;
				end
			end
		BranchTaken:
			begin
				PCSource = 0;
				PCwrite = 1;
			end
		SetPC:
			begin
				Asel = 0;
				Bsel = 3;
				ALUOp = 0;
			end
		Slt:
			begin
				Asel = 2;
				Bsel = 0;
				ALUOp = 1;
			end
		SltWrite:
			begin
				DatSel = 3;
				CRWrite = 1;
				PCwrite = 1;
				PCSource = 2;
			end
		endcase
	end
	always @(currentState, OPcode)
	begin
		case(currentState)
		Fetch:
			begin
			nextState = Decode;
			end
		Decode:
			begin
				if(OPcode[4:2] == 3'b100)
				begin
					nextState = Jump;
				end
				else if(OPcode[4:2] == 3'b101)
				begin
				end
				else if (OPcode[4:2] == 3'b110)
				begin
					nextState = Branch;
				end
				else if(OPcode[4:2] == 3'b111)
				begin
					nextState = Branch;
				end
				else
				begin
					case(OPcode)
					5'b00000:
						begin
							nextState = Mov;
						end
					5'b00001:
						begin
							nextState = Set;
						end
					5'b00010:
						begin
							nextState = SetC;
						end
					5'b00011:
						begin
							nextState = Mem;
						end
					5'b00100:
						begin
							nextState = Mem;
						end
					5'b00101:
						begin
							nextState = SetPC;
						end
					5'b00110:
						begin
							nextState = Input;
						end
					5'b01001:
						begin
							nextState = CRop;  
						end
					5'b01010:
						begin
							nextState = CRop;  
						end
					5'b01011:
						begin
							nextState = CRop;  
						end
					5'b01111:
						begin
							nextState = CRop;
						end
					5'b01110:
						begin
							nextState = Slt;
						end
					endcase
				end
			end
		Mov:
			begin
			nextState = Fetch;
			end
		Slt:
			begin
				nextState = SltWrite;
			end
		SltWrite:
			begin
				nextState = Fetch;
			end
		CRop:
			begin
				nextState = WriteCr;
			end
		Input:
			begin
				nextState = Fetch;
			end
		Set:
			begin
				nextState = WriteCr;
			end
		SetC:
			begin
				nextState = WriteRegFile;
			end
		WriteCr:
			begin
				nextState = Fetch;
			end
		WriteRegFile:
			begin
				nextState = Fetch;
			end
		Mem:
			begin
				if(OPcode == 5'b00011)
				begin
					nextState = Sw;
				end
				else begin
					nextState = Lw;
				end
			end
		Lw:
			begin
				nextState = LwWriteBack;
			end
		Sw:
			begin
				nextState = Fetch;
			end
		LwWriteBack:
			begin
				nextState = Fetch;
			end
		Branch:
			begin
				if(OPcode[4:2] == 3'b110)
				begin
					nextState = BEQ;
				end
				else begin
					nextState = BNE;
				end
			end
		Jump:
			begin
				nextState = Fetch;
			end
		SetPC:
			begin
				nextState = WriteCr;
			end
		BEQ:		
			begin
				if(z==1) begin
					nextState = BranchTaken;
				end
				else begin
					nextState = Fetch;
				end
			end
		BNE:
			begin
				if(z!=1) begin
					nextState = BranchTaken;
				end
				else begin
					nextState = Fetch;
				end
			end
		BranchTaken:
			begin
				nextState = Fetch;
			end
		ResetState:
			begin
				nextState = Fetch;
			end
		default:  
			begin
				nextState = Fetch;
			end
		endcase
	end
endmodule
```
**/design/flow/run.sh**
```bash
#!/bin/bash
# OpenROAD 26Q1-2900-gdf79404cd8, Yosys 0.63+post, stock flow scripts
make -C /OpenROAD-flow-scripts/flow DESIGN_CONFIG=/design/flow/config.mk WORK_HOME=/design/flow/orfs finish
```
==> run summary <==
Main metrics from the flow reports.

The average vias per placed instance is 4.08. The fraction of registers with async set or reset after synthesis is 0%. The first detailed-routing pass ran for 4 iterations. The cell at the root of the clock tree is sky130_fd_sc_hd__clkbuf_8.

Port buffering added 25 buffers. The worst setup path is launched from a register. The total cell area reported by yosys after synthesis came out at 1330 um^2. The horizontal die dimension is around 120 um. The number of inserted diodes came out at 0.

The actual slew at the worst max-slew pin is 0.443 ns. The region available for standard cell placement spans 9860 um^2. The maximum fanout along the worst path is 4. The initial antenna violation count came out at 0.

The number of storage elements in the synthesis netlist came out at 21. The chip area came out at between 10,000 and 15,000 um^2. The arrival time at the worst endpoint is 2.51 ns.

The first global-routing pass estimated 7110 um of wire. The floorplan step records an initial core utilization of 13.4%. The clock transition at the register clock pins on the worst setup and hold paths after CTS is ~0.030 ns. The global placement routability congestion came out at approximately 0.88.

The height of the die came out at 121 um. The DRC violation count after routing is 0. For reference, the top cells by count after synthesis are sky130_fd_sc_hd__nor2_1, sky130_fd_sc_hd__nand2_1, sky130_fd_sc_hd__dlxtn_1. The leading cell type by number of instances after synthesis is sky130_fd_sc_hd__nor2_1. Per the CTS log, the maximum H-tree level is 1.

The number of unconstrained endpoints came out at 27. The area growth from synthesis to layout is 70.6%. The final wirelength came out at between 4000 and 5000 um. Detailed placement reports a standard cell area of just under 2000 um^2. The ratio of cells with drive above 1 in the final layout is 36.9%. The worst vdd rail ir drop came out at around 0.00013 V. Clock tree synthesis inserted a total of 3 buffers. The average detailed-routed wire length per instance came out at 11.6 um. In the final report, the number of pins over their slew limit comes to 0. Yosys reports that the leading cell type by area covers ~18% of the netlist area. The number of instances in the synthesized netlist came out at 188. The count of nets left with antenna violations after detail routing came out at 0. The number of unique standard cell types used by synthesis came out at between 40 and 50.

The half-perimeter wire length of the detailed placement result came out at around 3400 um. The total power per unit cell area is 231 nW/um^2. The timer found 16 register pins that no clock reaches; their paths are not timed. The final setup violation count came out at 7. The post-synthesis instance area came out at 1330 um^2. For this design the top-level I/O count stands at 26. The final reports fail on negative setup slack. TritonCTS built the clock tree. The critical path is of the reg2out type.

The final worst-path setup slack is -0.985 ns. The required time of the worst setup path came out at about 1.5 ns. The number of cells in Yosys stat is 188. Setup repair after global routing could not meet its margin everywhere. The number of flops mapped to enable cells by yosys came out at 0. The number of maximum-capacitance violations recorded for the run is 0. Per the synthesis report, the dominant area consumer among library cells is sky130_fd_sc_hd__dlxtn_1.

The detailed router's first-iteration violation count came out at between 90 and 100. For reference, the top cells by area after synthesis are sky130_fd_sc_hd__dlxtn_1, sky130_fd_sc_hd__dfxtp_1, sky130_fd_sc_hd__nor2_1. The row count is 36. The path class of the lowest-slack min-delay path is in2reg.

The layout stage reports a final design area of 2260 um^2. The via count of the first global-routing pass is 1,453. The most instantiated flip-flop cell in the synthesis netlist is sky130_fd_sc_hd__dlxtn_1. The all-layer global routing usage is 5.78%. The Yosys warning count came out at 1.

The maximum clock path buffer count is 2. The type of element capturing the critical path is a primary output. The final number of hold-violating endpoints is 0. Per the detail_route report, the via count comes to 1,584. Entering global routing, the biggest net connects 15 pins. The standby leakage power came out at 0.936 nW. Before CTS, the worst setup slack after placement is -0.992 ns. The run finished, with violations left. The number of warning messages in the logs came out at 33. The mean post-synth cell area came out at 7.05 um^2.

The remaining max-slew budget at the tightest pin is 70.4%. The remaining global-route overflow came out at 0.
==> cell families after synthesis <==
kind of cell | after synthesis | synth area share [%]
xor gates and xnor gates | 5 | 3.30
adders and majority gates | 2 | 1.51
and+or+nand+nor | 83 | 32.3
AOI/OAI and AO/OA | 49 | 24.8
latches | 16 | 18.1
DFF | 5 | 7.55
buffers and inverters | 24 | 9.25
muxes | 4 | 3.21
==> final timing paths <==
path              cells after the start             from              end
setup / recovery                      6  currentState[3]          PCwrite
hold / removal                        2            Reset  currentState[1]
==> worst max-delay path, stage by stage (launching register included) <==
cell and delay, ns:
sky130_fd_sc_hd__dfxtp_4 0.35, sky130_fd_sc_hd__buf_4 0.13, sky130_fd_sc_hd__nor2b_4 0.12, sky130_fd_sc_hd__a22oi_1 0.14, sky130_fd_sc_hd__o22ai_1 0.14, sky130_fd_sc_hd__mux2_4 0.28
sky130_fd_sc_hd__buf_6 0.11
==> stage by stage <==
stage / utilization, % / setup TNS (ns) / hold WS (ns) / total power, mW / cells
CTS: 22.3 / -5.84 / 1.66 / 0.530 / 383
finish: 22.9 / -5.69 / 1.29 / 0.524 / 388
global route: 22.9 / -6.17 / 1.33 / 0.570 / 388
detailed placement: 19.7 / -7.31 / 1.95 / 0.299 / 361
global placement: 19.7 / -7.34 / 1.95 / 0.299 / 361
floorplan: - / -2.10 / 1.13 / 0.241 / 188
==> timing repair <==
item / 4_1_cts / 5_1_grt
endpoints found under the setup margin: 7 / 8
cloned: 0 / 0
gates resized: 48 / 9
buffers inserted: 14 / 5
pin swaps: 13 / 6
hold buffers: 0 / 0
==> per-layer routing <==
metal | part of all wire (%) | vias to the layer above | track usage (%)
li1 | - | 803 | -
met1 | 49 | 732 | 8.17
met2 | 43 | 43 | 8.78
met3 | 6.1 | 6 | 1.13
met4 | 2.2 | 0 | 1.51
met5 | 0 | - | 0
==> power breakdown <==
group	internal (mW)	leakage [nW]	switching (mW)
clock network	0.154	0.0535	0.0779
registers	0.113	0.168	0.00516
logic	0.0883	0.714	0.0859
total	0.355	0.936	0.169
==> area by class of cell <==
class	count	area, um^2
clock inverters	6	22.5
well taps	133	166
repair buffers	77	681
inverters	5	20.0
clock buffers	3	41.3
fillers	1052	7600
flip-flops and latches	21	354
multi-input cells	143	977
==> state kept, by name, summed over array words and instances (netlist names) <==
name	cells
nextState	5
currentState	5
DatSel	2
IorD	1
Asel	2
Bsel	2
PCSource	2
ALUOp	2
==> cell usage in the layout, fill, tap and decap left out, types with 3 or more instances in the layout <==
master / netlist / final
sky130_fd_sc_hd__dlxtn_1: 16 / 16
sky130_fd_sc_hd__o21ai_0: 8 / 7
sky130_fd_sc_hd__nor2b_1: 10 / 7
sky130_fd_sc_hd__inv_1: 4 / 9
sky130_fd_sc_hd__nor3_1: 8 / 4
sky130_fd_sc_hd__nor2_1: 19 / 16
sky130_fd_sc_hd__buf_2: 14 / 5
sky130_fd_sc_hd__nand2b_1: 8 / 7
sky130_fd_sc_hd__nand3_1: 4 / 4
sky130_fd_sc_hd__a31oi_1: 4 / 4
sky130_fd_sc_hd__o22ai_1: 4 / 4
sky130_fd_sc_hd__nand2_1: 18 / 14
sky130_fd_sc_hd__buf_6: 0 / 12
sky130_fd_sc_hd__a21oi_1: 11 / 10
sky130_fd_sc_hd__buf_4: 4 / 39
sky130_fd_sc_hd__clkdlybuf4s50_1: 0 / 17
sky130_fd_sc_hd__o31ai_1: 3 / 3
sky130_fd_sc_hd__dfxtp_4: 0 / 3
sky130_fd_sc_hd__xor2_1: 4 / 3
sky130_fd_sc_hd__clkbuf_8: 0 / 3
Power and IR drop assume default switching activity.
