===== /design/flow/design.v =====
`timescale 1ns / 1ps
module TwoBitMuxCode(
    input [1:0] Selector,
    input [15:0] A,
    input [15:0] B,
    output reg [15:0] Output,
    input [15:0] C,
    input [15:0] D
    );
	always @ (A,B,C,D,Selector) begin
		if (Selector == 0) begin
			Output = A;
		end
		if (Selector == 1) begin
			Output = B;
		end
		if (Selector == 2) begin
			Output = C;
		end
		if (Selector == 3) begin
			Output = D;
		end
	end
endmodule

===== /design/flow/run.sh =====
#!/bin/bash
# OpenROAD 26Q1-2900-gdf79404cd8, Yosys 0.63+post, stock flow scripts
make -C /OpenROAD-flow-scripts/flow DESIGN_CONFIG=/design/flow/config.mk WORK_HOME=/design/flow/orfs finish

===== /design/flow/config.mk =====
export PLATFORM = sky130hd
export DESIGN_NAME = TwoBitMuxCode
export DESIGN_NICKNAME = TwoBitMuxCode
export VERILOG_FILES = /design/flow/design.v
export SDC_FILE = /design/flow/constraint.sdc
export NUM_CORES = 4
export LEC_CHECK = 1
export CORE_AREA = 10 10 79 79
export DIE_AREA = 0 0 89 89

===== /design/flow/constraint.sdc =====
current_design TwoBitMuxCode

set clk_period 3.2
set clk_io_pct 0.2

create_clock -name clk0 -period $clk_period

set non_clock_inputs [all_inputs -no_clocks]
set_input_delay [expr $clk_period * $clk_io_pct] -clock clk0 $non_clock_inputs
set_output_delay [expr $clk_period * $clk_io_pct] -clock clk0 [all_outputs]

==> results.toml <==
# physical design summary
[finish]
seqCellArea_um2 = 240
final_core_util = 0.335
most-common-layout-cells = "clkdlybuf4s50_1 (80), dlxtn_1 (16), conb_1 (16), mux4_2 (10), mux4_1 (6)"
lay_top_count = "clkdlybuf4s50_1"
fillers = 456
area_growth_pct = 134
logic_area_um2 = 443
largest_reg_flops = 16
layout-drive-gt1-share = 0.0923

[critical_path]
path_cells = "buf_2, mux4_1, dlxtn_1, clkdlybuf4s50_1"
crit_slowest_cell = "mux4_1"
critPathMaxStageDelay_ns = 0.62
endpoint = "Output[4]"
path_buffers = 2
arrival_ns = 2.31
critPathMaxFanout = 16
worstSetupStartpoint = "Selector[0]"
crit_type = "primary input to output port"
worst-path-stages = 4
end_kind = "output port"
path_delay_family = "buffers and inverters"
critPathLaunchType = "primary input"
required_ns = 2.56

[place]
portBuffers = 82
place.gp.congestion = 0.728
dpl.hpwl_um = 2340

[power_and_ir_drop]
vdd_drop_max_v = 0.0000497
power_density_nw_per_um2 = 106
p_leak_nw = 0.630

[clock_tree]
hold_buffers = 0
cts_setup_buffers = 0

[synthesis]
synth_area_um2 = 668
synth_top_area_share = 0.360
yosys_area_um2 = 668
ys_types = 7
synth-seq-cells = 16
yosys-stat-cells = 37
synth_cells = 37
ys_warn_count = 1
synth_area_leader_cell = "dlxtn_1"
top_cells_by_area = "dlxtn_1 (36%), mux4_2 (34%), mux4_1 (24%), buf_12 (3.0%), buf_6 (1.7%)"
syn_avg_cell_area_um2 = 18.1

[routing]
wl_per_cell_um = 13.4
avgViaCountPerCell = 3.68
routed_wl_um = 2470
vias = 678
drc = 0
drtIter0Drc = 13
drtAntennaViolNets = 0
firstDrtPassIters = 4
n_antenna_cell = 0

[final_timing]
timing.final.crit_share = 0.921
finalSetupViolCount = 0
fin_crit_ns = 2.95
maxSlewViolCount = 0
fmax_mhz = 339
rsz0062_at_grt = "no"
final-hold-violation-count = 0
unconstrained_endpoints = 16
unclocked_pins = 16

[grt]
grt_pass1_vias = 758
antenna_found_initial = 0
grt_max_degree = 17
grt_usage = 0.0579
grt_pass1_wl_um = 3630
overflow = 0

[outcome]
outcome = "finished clean"

[run]
cap_viol_max_count = 0
warnings = 32

[floorplan]
num_io_pins = 82
die_area_um2 = 7920
coreArea_um2 = 4660
die_w_um = 89
fp_util = 0.143
fp-row-count = 25
die_y_um = 89
-- cells in the mapped netlist --
cell type,instances
mux4_1,6
mux4_2,10
buf_2,2
buf_12,1
buf_6,1
conb_1,1
dlxtn_1,16
-- kinds of logic (layout without fill, tap and decap cells) --
logic type | Yosys count | count (layout) | synth area share
buffers and inverters | 4 | 82 | 0.0618
other | 1 | 16 | 0.00561
muxes | 16 | 16 | 0.573
latches | 16 | 16 | 0.360
-- final cells by class --
type,instances,share of cell area
multi-input cells,32,0.284
flip-flops and latches,16,0.154
well taps,54,0.0433
repair buffers,82,0.519
-- per-stage QoR --
| stage | std cells | cell area, um2 | setup TNS (ns) | total power [mW] | worst slack [ns] |
|---|---|---|---|---|---|
| 2_1_floorplan | 52 | 724 | 0 | 0.0683 | 0.967 |
| 3_3_place_gp | 185 | 1580 | -4.13 | 0.170 | -0.367 |
| 3_5_place_dp | 185 | 1580 | -4.29 | 0.171 | -0.382 |
| 4_1_cts | 185 | 1580 | 0 | 0.171 | 0.0371 |
| 5_1_grt | 184 | 1560 | 0 | 0.179 | 0.0780 |
| 6_report | 184 | 1560 | 0 | 0.165 | 0.253 |
-- power by group --
| part | switching (mW) | internal, mW | leakage (nW) | total, mW |
|---|---|---|---|---|
| logic | 0.0261 | 0.114 | 0.500 | 0.140 |
| clock network | 0 | 0 | 0 | 0 |
| registers | 0.00251 | 0.0220 | 0.130 | 0.0245 |
| total | 0.0286 | 0.136 | 0.630 | 0.165 |
-- layer usage --
metal	track usage	up-vias	routed length [um]
li1	-	330	-
met5	0	-	0
met1	0.0658	288	936
met3	0.0413	0	533
met2	0.0931	60	1000
met4	0	0	0
-- timing repair --
item                       4_1_cts  5_1_grt
resized                          4        4
cloned                           0        0
setup endpoints to repair       16       14
Power is estimated from default activity; no workload was simulated.
